===== run.sh =====
#!/bin/bash
# OpenROAD 26Q1-2900-gdf79404cd8, Yosys 0.63+post, stock flow scripts
make -C /OpenROAD-flow-scripts/flow DESIGN_CONFIG=/design/flow/config.mk WORK_HOME=/design/flow/orfs finish

===== config.mk =====
export PLATFORM = sky130hd
export DESIGN_NAME = enecoder
export DESIGN_NICKNAME = enecoder
export VERILOG_FILES = /design/flow/design.v
export SDC_FILE = /design/flow/constraint.sdc
export NUM_CORES = 4
export LEC_CHECK = 1
export CORE_AREA = 10 10 70 70
export DIE_AREA = 0 0 80 80

===== constraint.sdc =====
current_design enecoder

set clk_period 2.5
set clk_io_pct 0.2

create_clock -name clk0 -period $clk_period

set non_clock_inputs [all_inputs -no_clocks]
set_input_delay [expr $clk_period * $clk_io_pct] -clock clk0 $non_clock_inputs
set_output_delay [expr $clk_period * $clk_io_pct] -clock clk0 [all_outputs]

===== design.v =====
module enecoder (in,enable,out);
input[7:0]in;
input enable;
output [2:0] out;
wire [2:0] out;
assign out=(enable==1'b1)?
(in == 8'b0000_0001)?3'b000:
(in == 8'b0000_0010)?3'b001:
(in == 8'b0000_0100)?3'b010:
(in == 8'b0000_1000)?3'b011:
(in == 8'b0001_0000)?3'b100:
(in == 8'b0010_0000)?3'b101:
(in == 8'b0100_0000)?3'b110:
(in == 8'b1000_0000)?3'b111:3'bx:3'bz;
endmodule

==> impl_metrics.tcl <==
# implementation run metrics
set metrics [dict create \
    peakVddDrop_v 0.0000150 \
    startpoint_type "primary input" \
    crit_fanout 4 \
    placementRows 21 \
    post_synth_num_cell_types 9 \
    fin_crit_ps 2390 \
    logic_family "simple AND/OR/NAND/NOR gates" \
    dr.pass1.iters 2 \
    final_cells 78 \
    grtUsageTotal_pct 1.39 \
    n_antenna_cell 0 \
    drive_gt1_share_pct 9.38 \
    fp_util_pct 4.03 \
    synth-simple-area-share_pct 55.5 \
    final_core_util_pct 9.45 \
    ys_sh_xor_pct 12.7 \
    core_um2 3420 \
    clkbuf_count 0 \
    largest_area_cell "nand2b_1" \
    port_buffers 11 \
    vias 199 \
    place.gp.congestion 0.739 \
    power_density_nw_per_um2 106 \
    setup_ws_ps 109 \
    ant_nets 0 \
    power_mw 0.0342 \
    openroad.warnings 33 \
    outcome "finished clean" \
    finalSetupViolations 0 \
    ys_sh_aoi_pct 23.6 \
    drc 0 \
    comb_area_um2 134 \
    crit_type "primary input to primary output" \
    area_delta_synth_final_pct 135 \
    cp.required_ps 2000 \
    p_leak_nw 0.106 \
    ios 12 \
    drt-vias-per-instance 2.55 \
    finalCritPeriodShare_pct 95.6 \
    endpoint_kind "primary output" \
    fmax_ghz 0.418 \
    syn_avg_cell_area_um2 6.88 \
    synth_top_area_share_pct 18.2 \
    hold_violations 0 \
    yosys_area_um2 138 \
    routed_wl_um 556 \
    yosysCellCount 20 \
    syn_area_um2 138 \
    synth.area.top_cells "nand2b_1, nor4_1, nor4b_1" \
    grt_max_degree 8 \
    pre_cts_ws_ps -31.2 \
    flops 0 \
    drv_slew 0 \
    wl_per_cell_um 7.13 \
    die_h_um 80 \
    antenna_found_initial 0 \
    yosysWarnings 1 \
    min_path_type "primary input to primary output" \
    dp_hpwl_um 486 \
    synth_cells 20 \
    mux_share_pct 0 \
    grt_pass1_wl_um 731 \
    cts-hold-fix-buffers 0 \
    regArea_um2 0 \
    critPathArrivalTime_ps 1890 \
    dp.cells 78 \
    fp.dieW_um 80 \
    rsz0062_at_grt "false" \
    postSynthSeqShare_pct 0 \
    ys_sh_adder_pct 0 \
    fill_cells 403 \
    grt-ovfl-total 0 \
    max_cap_viol_count 0 \
    die_area_um2 6400 \
    grt_pass1_vias 147 \
    maxSlewHeadroom_pct 82.1 \
    final.setup.tns_ps 0 \
    tightest_slew_ps 265 \
    drt_iter0_drc 3 \
]
[routing by layer]
layer  GRT usage, %  vias to the layer above  part of all wire [%]
met5              0                        -                     0
li1               -                      105                     -
met4              0                        0                     0
met2           1.85                        8                    37
met3          0.455                        0                    12
met1           2.18                       86                    51
[Yosys cell counts]
master    count
xnor2_1       2
nand2b_1      4
nor4b_1       2
o21ai_1       2
nor4_1        3
buf_6         1
o31ai_1       1
a211oi_1      2
nor3_1        3
[critical path: stages]
cell	delay, ps
clkdlybuf4s50_1	570
xnor2_2	140
nor3_1	60
o21ai_1	140
clkdlybuf4s50_1	480
[layout make-up]
class,instances,share of cell area (%)
timing repair buffer,13,40.7
multi-input combinational,19,41.5
tap,46,17.8
[where the power goes]
part	switching [mW]	total, mW	leakage (nW)	internal, mW
clock	0	0	0	0
sequential	0	0	0	0
combinational	0.0138	0.0342	0.106	0.0205
[metrics by stage]
stage / area [um^2] / hold WS, ps
6_report: 323 / 1560
5_1_grt: 323 / 1620
4_1_cts: 315 / 2020
3_5_place_dp: 309 / 2110
3_3_place_gp: 309 / 2110
2_1_floorplan: 138 / 1050
[path summary, 6_finish.rpt]
check   from      to  slack, ps  cells past startpoint
max    in[1]  out[2]        110                      5
min    in[2]  out[0]       1560                      4
[placed cells by master (no fill, tap or decap)]
master           count
nor4_1               3
dlygate4sd2_1        1
a211oi_1             2
nand2b_1             4
clkdlybuf4s50_1      7
xnor2_2              1
buf_4                2
xnor2_1              1
nor3_1               3
o21ai_1              2
o31ai_1              1
dlymetal6s2s_1       3
nor4b_1              2
[cells by family after synthesis]
group                  Yosys count
AND-OR/OR-AND                    5
XOR/XNOR                         2
buffers and inverters            1
AND/OR/NAND/NOR                 12
[timing repair]
action / CTS / global route
endpoints found under the hold margin: 0 / 0
resized: 2 / 3
buffers inserted: 0 / 0
pin swaps: 0 / 1
endpoints found under the setup margin: 2 / 1
No activity file was given, so power comes from the tool's default toggle rates.
